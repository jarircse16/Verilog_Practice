===== ./config.mk =====
export PLATFORM = sky130hd
export DESIGN_NAME = Counter
export DESIGN_NICKNAME = Counter
export VERILOG_FILES = /design/flow/design.v
export SDC_FILE = /design/flow/constraint.sdc
export NUM_CORES = 4
export LEC_CHECK = 1
export CORE_AREA = 10 10 70 70
export DIE_AREA = 0 0 80 80

===== ./constraint.sdc =====
current_design Counter

set clk_period 1.5
set clk_io_pct 0.2

create_clock -name clk0 -period $clk_period [get_ports {clk}]

set non_clock_inputs [all_inputs -no_clocks]
set_input_delay [expr $clk_period * $clk_io_pct] -clock clk0 $non_clock_inputs
set_output_delay [expr $clk_period * $clk_io_pct] -clock clk0 [all_outputs]

===== ./design.v =====
module Counter(input clk, input reset, output reg [3:0] count);
    always @(posedge clk or posedge reset)
    begin
        if (reset)
            count <= 4'b0000;
        else
            count <= count + 1;
    end
endmodule

===== ./run.sh =====
#!/bin/bash
# OpenROAD 26Q1-2900-gdf79404cd8, Yosys 0.63+post, stock flow scripts
make -C /OpenROAD-flow-scripts/flow DESIGN_CONFIG=/design/flow/config.mk WORK_HOME=/design/flow/orfs finish

==> flow_metrics.py <==
# Flow results
metrics = {
    "status": {
        "status": "finished clean",
    },
    "yosys": {
        "ys_area_um2": 143,
        "synth_cell_types": 6,
        "syn-mean-instance-area_um2": 14.3,
        "synth_seq_share": 0.702,
        "synth_warnings": 1,
        "ys_cells": 10,
        "syn_inst": 10,
        "numSynthFlops": 4,
        "syn_area_um2": 143,
    },
    "timing": {
        "worst_slew_pin_slew_ns": 0.149,
        "fin_crit_sh": 0.935,
        "hold_viol": 0,
        "skew_ns": 0.00447,
        "rsz0062_at_grt": "no",
        "final_max_slew_viol_count": 0,
        "setup_violations": 0,
        "setup_tns_ns": 0,
        "fin_crit_ns": 1.40,
        "setup_ws_ns": 0.0981,
        "fmax_ghz": 0.713,
        "relSlewSlack": 0.901,
    },
    "clocking": {
        "cts-resized-gates": 0,
        "tritoncts": "built",
        "cts-htree-levels": 1,
        "clk_pin_slew_ns": 0.04,
        "clock_latency_ns": 0.23,
        "cts_root_buffer": "clkbuf_4",
        "post_cts_buffers": 0,
        "clockBufferDepth": 2,
        "cts.sinks": 4,
        "hold_buffers": 0,
        "cts_buffers": 3,
    },
    "critical_path": {
        "crit_path_top_delay_cell": "clkdlybuf4s50_1",
        "path_class": "reg2out",
        "cp.required_ns": 1.20,
        "end_kind": "output pin",
        "cp_max_fo": 4,
        "path_delay_family": "buffers and inverters",
        "crit_chain": "clkdlybuf4s50_1",
        "crit_path_start_kind": "flop",
        "crit_buf_inv": 1,
        "crit_arrival_ns": 1.10,
        "crit_path_max_incr_delay_ns": 0.49,
    },
    "route": {
        "routed_wl_um": 396,
        "ant_nets": 0,
        "drt-wirelength-per-cell_um": 6.09,
        "drt_first_pass_iters": 1,
        "viasPerCell": 1.52,
        "drc_errors": 0,
        "antenna_cells": 0,
        "dr.first_iter.drc_count": 0,
        "vias": 99,
    },
    "place": {
        "dp_cells": 61,
        "io_buffer_count": 5,
        "pre_cts_ws_ns": 0.295,
        "globalplace.congestion": 0.644,
    },
    "final_layout": {
        "layout_top_registers": "count (4)",
        "largest_reg_flops": 4,
        "layout-drive-gt1-share": 0.211,
        "fillCellCount": 409,
        "lay_top_cells": "5 x clkdlybuf4s50_1, 4 x dfrtp_1, 3 x clkbuf_4",
        "top_register": "count",
        "syn2layout_area_growth_pct": 96.5,
        "stdcell_count": 65,
        "utilization": 0.0821,
        "lay_top_count": "clkdlybuf4s50_1",
    },
    "global_routing": {
        "grt_pass1_wl_um": 662,
        "grtUsageTotal": 0.0141,
        "grt_max_degree": 5,
        "antenna_found_initial": 0,
        "grt_pass1_vias": 127,
        "overflow": 0,
    },
    "floorplan": {
        "dieHeight_um": 80,
        "dieArea_um2": 6400,
        "fp.coreArea_um2": 3420,
        "rows": 21,
        "io-pin-count": 6,
        "die_w_um": 80,
        "fp_util": 0.0418,
    },
    "pwr": {
        "peakVddDrop_uv": 449,
        "power_density_nw_per_um2": 869,
        "total_power_uw": 244,
        "p_leak_uw": 0.000122,
    },
    "job": {
        "warnings": 25,
        "max_cap_viol_count": 0,
    },
    "hold_path": {
        "hold_class": "in2async",
    },
}
==> routing by layer <==
layer | vias up | GRT usage | wire length, um
li1 | 49 | - | -
met1 | 42 | 0.0207 | 246
met2 | 8 | 0.0112 | 87
met3 | 0 | 0.0159 | 62
met4 | 0 | 0.00352 | 0
met5 | - | 0 | 0
==> stage by stage <==
| stage | hold WS [ns] | area, um^2 |
|---|---|---|
| 2_1_floorplan | 0.0661 | 143 |
| 3_3_place_gp | 0.455 | 250 |
| 3_5_place_dp | 0.466 | 250 |
| 4_1_cts | 0.251 | 273 |
| 5_1_grt | 0.264 | 280 |
| 6_report | 0.253 | 280 |
==> final cells by class <==
type	count	area [um^2]	area share
Clock buffer	3	22.5	0.0804
Tap cell	46	57.6	0.205
Multi-Input combinational cell	4	35.0	0.125
Sequential cell	4	100	0.357
Inverter	2	7.51	0.0268
Timing Repair Buffer	6	57.6	0.205
==> power by group <==
| part | switching [uW] | total (uW) | internal [uW] |
|---|---|---|---|
| combinational | 2.22 | 4.66 | 2.44 |
| sequential | 0 | 109 | 109 |
| clock | 41.1 | 130 | 89.3 |
==> kinds of logic (layout without fill, tap and decap cells) <==
group	Yosys count	count (layout)	synth area share
xor gates and xnor gates	2	2	0.123
adders and majority gates	1	1	0.0877
buffers and inverters	2	11	0.0527
DFF	4	4	0.702
and+or+nand+nor	1	1	0.0351
==> worst paths after layout <==
check	startpoint	to	slack [ns]	cells after the start
worst max-delay path	count[0]$_DFF_PP0_	count[0]	0.1	1
worst min-delay path	reset	count[3]$_DFF_PP0_	0.25	2
worst max register to register	count[0]$_DFF_PP0_	count[2]$_DFF_PP0_	0.63	2
worst min register to register	count[0]$_DFF_PP0_	count[0]$_DFF_PP0_	0.48	1
max in group asynchronous	reset	count[0]$_DFF_PP0_	1.10	2
min in group clk0	count[0]$_DFF_PP0_	count[0]$_DFF_PP0_	0.48	1
==> synthesized netlist by cell type <==
cell type	instances	area, um^2
inv_1	2	7.51
xor2_1	1	8.76
dfrtp_1	4	100
ha_1	1	12.5
xnor2_1	1	8.76
nand3_1	1	5.00
Power is estimated from default activity; no workload was simulated.
