`design.v`:
```
module Decoder_4to16(input [3:0] A, output [15:0] Y);
    integer i;
    reg [15:0] dec_outputs;
    always @*
    begin
        dec_outputs = 16'b0;
        for (i = 0; i < 16; i = i + 1)
        begin
            if (A == i)
                dec_outputs[i] = 1;
        end
    end
    assign Y = dec_outputs;
endmodule
```
`run.sh`:
```
#!/bin/bash
# OpenROAD 26Q1-2900-gdf79404cd8, Yosys 0.63+post, stock flow scripts
make -C /OpenROAD-flow-scripts/flow DESIGN_CONFIG=/design/flow/config.mk WORK_HOME=/design/flow/orfs finish
```
`config.mk`:
```
export PLATFORM = sky130hd
export DESIGN_NAME = Decoder_4to16
export DESIGN_NICKNAME = Decoder_4to16
export VERILOG_FILES = /design/flow/design.v
export SDC_FILE = /design/flow/constraint.sdc
export NUM_CORES = 4
export LEC_CHECK = 1
export CORE_AREA = 10 10 70 70
export DIE_AREA = 0 0 80 80
```
`constraint.sdc`:
```
current_design Decoder_4to16

set clk_period 1.0
set clk_io_pct 0.2

create_clock -name clk0 -period $clk_period

set non_clock_inputs [all_inputs -no_clocks]
set_input_delay [expr $clk_period * $clk_io_pct] -clock clk0 $non_clock_inputs
set_output_delay [expr $clk_period * $clk_io_pct] -clock clk0 [all_outputs]
```
==> flow_metrics.tcl <==
# metrics dict for downstream scripts
set metrics [dict create \
    final_antenna_net_count 0 \
    grt_antenna_before_repair 0 \
    crit_family "buffers and inverters" \
    timing.final.crit_share_pct 115 \
    groute.usage.overall_pct 3.74 \
    gr-total-overflow 0 \
    wire_per_inst_um 12.0 \
    grt_setup_unrepaired "yes" \
    worst-endpoint-arrival_ps 950 \
    wp_buf_inv 4 \
    static_leakage_nw 0.345 \
    finalHoldViolations 0 \
    syn_avg_cell_area_um2 13.8 \
    critical_path_class "in -> out" \
    initCoreUtil_pct 8.10 \
    gpl.final_weighted_congestion 0.697 \
    setup.worst_path.end_class "output pin" \
    number_of_global_route_vias_before_repair 341 \
    rows 21 \
    path_max_fanout 3 \
    top_area_cell "nor4b_4" \
    placeableCoreArea_um2 3420 \
    flop_area_um2 0 \
    slew_violations 0 \
    log.warning_count 34 \
    grt_first_pass_wirelength_um 1960 \
    cp.required_ps 800 \
    vias_per_cell 3.31 \
    layout-drive-gt1-share_pct 80.8 \
    die_width_um 80 \
    syn_area_um2 277 \
    timing_worst_slew_pin_value_ps 197 \
    max_stage_delay_ps 240 \
    power_density_nw_per_um2 340 \
    synth_warnings 1 \
    lay_top_count "buf_2" \
    holdBufCountCts 0 \
    ys_cells 20 \
    worstPathCellList "buf_8, buf_16, buf_4, nor4_2, buf_2" \
    dr.pass1.iters 2 \
    p_total_w 0.000239 \
    ios 20 \
    stdcell_count 98 \
    top_area_cell_type_share_of_the_netlist_area_pct 34.4 \
    layout_top_cells_excl_fill_tap "15 x buf_2, 6 x buf_8, 5 x and4bb_1, 5 x buf_12" \
    syn2layout_area_growth_pct 154 \
    postSynthSeqShare_pct 0 \
    placedCellCount 88 \
    startpoint_type "primary input" \
    floorplan.die_area_um2 6400 \
    achievable-frequency_ghz 0.873 \
    wire_length_after_detailed_routing_um 1180 \
    netlist-cell-type-count 7 \
    timing.hold.worst.class "in -> out" \
    sequential_cell_total 0 \
    netlist_instances 20 \
    clkbuf_count 0 \
    max-vdd-ir-drop_v 0.000147 \
    dp_hpwl_um 781 \
    status "finished, violations left" \
    violations "setup timing" \
    grt_start_max_net_pins 9 \
    antenna-diode-count 0 \
    port-buffer-count 20 \
    maxSlewHeadroom_pct 86.8 \
    post_synth_main_area_contributors "nor4b_4 34%, and4bb_1 23%, buf_6 16%, and4b_1 14%, and4bb_2 4.5%" \
    die.size.y_um 80 \
    via_count 324 \
    max_cap_violations 0 \
    timing.final.setup_violations 9 \
    crit_path_top_delay_cell "nor4_2" \
    fin_crit_ps 1150 \
    synth_chip_area_um2 277 \
    first_drt_iteration_drcs 7 \
    remaining_drc_errors 0 \
    finalWorstSetupSlack_ps -146 \
]
==> layer usage <==
| metal | GRT usage [%] | wire length, um |
|---|---|---|
| met5 | 0 | 0 |
| met4 | 0 | 0 |
| met3 | 1.48 | 121 |
| met2 | 5.14 | 471 |
| met1 | 5.60 | 583 |
==> area by class of cell <==
| cell class | count | area (um^2) |
|---|---|---|
| well taps | 46 | 57.6 |
| multi-input cells | 16 | 231 |
| repair buffers | 36 | 413 |
| fillers | 377 | 2710 |
==> worst paths after layout <==
check	from	endpoint	slack, ps	cells past startpoint
setup / recovery	A[1]	Y[0]	-150	5
hold / removal	A[3]	Y[0]	740	4
==> synthesized netlist by cell type <==
cell and number:
and4bb_1 5, and4b_1 4, buf_6 4, nor4b_4 4, and4_1 1, and4bb_2 1
nor4_2 1
==> what timing repair did <==
item / in CTS / in global routing
pin swaps: 11 / 9
setup buffers: 6 / 2
gates cloned: 3 / 0
endpoints found under the setup margin: 16 / 13
gates resized: 85 / 5
==> where the power goes <==
| group | switching [W] | internal (W) |
|---|---|---|
| clock | 0 | 0 |
| combinational | 0.0000772 | 0.000162 |
| sequential | 0 | 0 |
| total | 0.0000772 | 0.000162 |
==> per-stage QoR <==
| step | hold slack [ps] | setup TNS [ps] | cell area, um^2 | setup WS [ps] | utilization [%] |
|---|---|---|---|---|---|
| global placement | 1490 | -12520 | 584 | -833 | 17.1 |
| CTS | 765 | -1020 | 696 | -170 | 20.4 |
| global route | 768 | -1480 | 702 | -205 | 20.5 |
| finish | 743 | -1040 | 702 | -146 | 20.5 |
| floorplan | 534 | 0 | 277 | 255 | - |
| detailed placement | 1490 | -12460 | 584 | -823 | 17.1 |
==> kinds of logic (layout without fill, tap and decap cells) <==
logic type | count (synthesis) | count (layout) | share of synthesized area, %
and+or+nand+nor | 16 | 16 | 83.7
buffers and inverters | 4 | 36 | 16.3
No activity file was given, so power comes from the tool's default toggle rates.
